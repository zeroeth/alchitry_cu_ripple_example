`config.mk`:
```
export PLATFORM = sky130hd
export DESIGN_NAME = cu_top
export DESIGN_NICKNAME = cu_top
export VERILOG_FILES = /design/flow/design.v
export SDC_FILE = /design/flow/constraint.sdc
export NUM_CORES = 4
export LEC_CHECK = 1
export CORE_UTILIZATION = 40
```
`constraint.sdc`:
```
current_design cu_top

set clk_period 3.3
set clk_io_pct 0.2

create_clock -name clk0 -period $clk_period [get_ports {clk}]

set non_clock_inputs [all_inputs -no_clocks]
set_input_delay [expr $clk_period * $clk_io_pct] -clock clk0 $non_clock_inputs
set_output_delay [expr $clk_period * $clk_io_pct] -clock clk0 [all_outputs]
```
`design.v`:
```
module blinker(
    input clk,
    input rst,
    output blink
  );
  reg [24:0] counter_d, counter_q;
  assign blink = counter_q[24];
  always @(counter_q) begin
    counter_d = counter_q + 1'b1;
  end
  always @(posedge clk) begin
    if (rst) begin
      counter_q <= 25'b0;
    end else begin
      counter_q <= counter_d;
    end
  end
endmodule
module clock_ripple(
  input clk,
  input reset,
  output reg clk_div2,
  output reg clk_div4,
  output reg clk_div8,
  output reg clk_div16,
  output reg clk_div32,
  output reg clk_div64,
  output reg clk_div128,
  output reg clk_div256
);
  always @(posedge clk)
    clk_div2 <= ~clk_div2;
  always @(posedge clk_div2)
    clk_div4 <= ~clk_div4;
  always @(posedge clk_div4)
    clk_div8 <= ~clk_div8;
  always @(posedge clk_div8)
    clk_div16 <= ~clk_div16;
  always @(posedge clk_div16)
    clk_div32 <= ~clk_div32;
  always @(posedge clk_div32)
    clk_div64 <= ~clk_div64;
  always @(posedge clk_div64)
    clk_div128 <= ~clk_div128;
  always @(posedge clk_div128)
    clk_div256 <= ~clk_div256;
endmodule
module cu_top(
    input clk,
    input rst_n,
    output[7:0] led,
    input  usb_rx,
    output usb_tx,
    output[7:0] io_led_0,
    output[7:0] io_led_1,
    output[7:0] io_led_2,
    output[3:0] io_led_segment_sel,
    output[7:0] io_led_segment,
    );
    wire rst;
    reset_conditioner reset_conditioner(.clk(clk), .in(!rst_n), .out(rst));
    assign usb_tx = usb_rx;
    reg slow_clock;
    blinker my_blinker (
      .clk(clk),
      .rst(rst),
      .blink(slow_clock)
    );
    clock_ripple my_clock (
      .clk(slow_clock),
      .reset(rst),
      .clk_div2  (led[0]),
      .clk_div4  (led[1]),
      .clk_div8  (led[2]),
      .clk_div16 (led[3]),
      .clk_div32 (led[4]),
      .clk_div64 (led[5]),
      .clk_div128(led[6]),
      .clk_div256(led[7]),
    );
    clock_ripple my_clock_io0 (
      .clk(slow_clock),
      .reset(rst),
      .clk_div2  (io_led_0[0]),
      .clk_div4  (io_led_0[1]),
      .clk_div8  (io_led_0[2]),
      .clk_div16 (io_led_0[3]),
      .clk_div32 (io_led_0[4]),
      .clk_div64 (io_led_0[5]),
      .clk_div128(io_led_0[6]),
      .clk_div256(io_led_0[7]),
    );
    clock_ripple my_clock_io1 (
      .clk(slow_clock),
      .reset(rst),
      .clk_div2  (io_led_1[0]),
      .clk_div4  (io_led_1[1]),
      .clk_div8  (io_led_1[2]),
      .clk_div16 (io_led_1[3]),
      .clk_div32 (io_led_1[4]),
      .clk_div64 (io_led_1[5]),
      .clk_div128(io_led_1[6]),
      .clk_div256(io_led_1[7]),
    );
    clock_ripple my_clock_io2 (
      .clk(slow_clock),
      .reset(rst),
      .clk_div2  (io_led_2[0]),
      .clk_div4  (io_led_2[1]),
      .clk_div8  (io_led_2[2]),
      .clk_div16 (io_led_2[3]),
      .clk_div32 (io_led_2[4]),
      .clk_div64 (io_led_2[5]),
      .clk_div128(io_led_2[6]),
      .clk_div256(io_led_2[7]),
    );
    clock_ripple my_clock_io_seg (
      .clk(slow_clock),
      .reset(rst),
      .clk_div2  (io_led_segment[7]),
      .clk_div4  (io_led_segment[0]),
      .clk_div8  (io_led_segment[1]),
      .clk_div16 (io_led_segment[2]),
      .clk_div32 (io_led_segment[3]),
      .clk_div64 (io_led_segment[4]),
      .clk_div128(io_led_segment[5]),
      .clk_div256(io_led_segment[6]),
    );
    clock_ripple my_clock_io_seg_sel (
      .clk(slow_clock),
      .reset(rst),
      .clk_div2  (io_led_segment_sel[0]),
      .clk_div4  (io_led_segment_sel[1]),
      .clk_div8  (io_led_segment_sel[2]),
      .clk_div16 (io_led_segment_sel[3]),
    );
endmodule
module reset_conditioner (
    input clk,
    input in,
    output reg out
  );
  localparam STAGES = 3'h4;
  reg [3:0] M_stage_d, M_stage_q = 4'hf;
  always @* begin
    M_stage_d = M_stage_q;
    M_stage_d = {M_stage_q[0+2-:3], 1'h0};
    out = M_stage_q[3+0-:1];
  end
  always @(posedge clk) begin
    if (in == 1'b1) begin
      M_stage_q <= 4'hf;
    end else begin
      M_stage_q <= M_stage_d;
    end
  end
endmodule
```
`run.sh`:
```
#!/bin/bash
# OpenROAD 26Q1-2900-gdf79404cd8, Yosys 0.63+post, stock flow scripts
make -C /OpenROAD-flow-scripts/flow DESIGN_CONFIG=/design/flow/config.mk WORK_HOME=/design/flow/orfs finish
```
==> impl_metrics.json <==
{
  "postSynthAreaPerCell_sq_um": 9.63,
  "cp_slowest_cell": "or4_4",
  "num_vias": 1517,
  "regMostFlops": "my_blinker.counter_q",
  "grt_pass1_vias": 1202,
  "worstMarginPinSlew_ns": 0.345,
  "wl_per_cell_um": 9.09,
  "cp.arrival_ns": 2.20,
  "grt_use_met2_pct": 15.5,
  "drv_slew": 0,
  "grt_overflow": 0,
  "unclocked_regs": 44,
  "p_leak_nw": 1.19,
  "start_kind": "flop",
  "insertedDiodeCount": 0,
  "finalSetupViolations": 0,
  "clkPwrFrac_pct": 46.8,
  "row_count": 29,
  "post_cts_buffers": 0,
  "antenna_found_initial": 0,
  "switching_share_pct": 19.6,
  "viasPerCell": 4.31,
  "drt_iter0_drc": 52,
  "largest_reg_flops": 25,
  "yosysCellCount": 271,
  "setup_tns_ns": 0,
  "outcome": "complete, no violations",
  "grt_usage_pct": 9.56,
  "drive_above_1_share_pct": 4.73,
  "rr_endpoint": "my_blinker.counter_q[17]",
  "cp.depth": 4,
  "grt_max_degree": 26,
  "place_area_sq_um": 2800,
  "worstSetupPathType": "flop to flop",
  "ioPinCount": 48,
  "finalPower_uw": 675,
  "clkTransAtPathRegs_ns": 0.06,
  "stdcell_area_sq_um": 2900,
  "rsz0062_at_grt": "false",
  "timing.critical_path.to": "my_blinker.counter_q[17]",
  "syn_to_final_growth_pct": 11.2,
  "die_h_um": 82.8,
  "hold_viol": 0,
  "ys_warn_count": 3,
  "fin_skew_ns": 0.00167,
  "cts-htree-levels": 2,
  "critPathMaxStageDelay_ns": 0.64,
  "finalCriticalPeriod_ns": 1.99,
  "tritoncts": "done",
  "grtUsageMet1_pct": 13.1,
  "ys_ff": 73,
  "cts-root-buf": "clkbuf_8",
  "reg2reg_from": "my_blinker.counter_q[2]",
  "synth_cells": 271,
  "die_area_sq_um": 6850,
  "fp.dieW_um": 82.8,
  "worst_path_dominant_cell_family": "simple AND/OR/NAND/NOR gates",
  "fp_util_pct": 41.3,
  "warnings": 25,
  "drv_cap": 0,
  "synthesis.area_sq_um": 2610,
  "ctsHoldBuffers": 0,
  "routed_wl_um": 3200,
  "ctsLongestPathBuffers": 2,
  "final_common_cell": "dfxtp_1",
  "r2r_slack_ns": 1.31,
  "vdd_drop_max_uv": 278,
  "fill_cells": 588,
  "top_regs": "my_blinker.counter_q x25, reset_conditioner.M_stage_q x4",
  "critPathRequiredTime_ns": 3.51,
  "untimed_endpoints": 88,
  "grt_busiest_layer": "met2",
  "rr_worst_depth": 4,
  "grtUsageMet3_pct": 3.10,
  "gp_congestion": 0.766,
  "hpwlAfterDp_um": 2480,
  "synth_seq_share_pct": 56.0,
  "worstPathMaxFanout": 14,
  "net-switching-power_uw": 132,
  "drcViolationCount": 0,
  "dr.pass1.iters": 4,
  "path_cells": "nand3_2 -> or4_4 -> or4_1 -> a21oi_1",
  "relSlewSlack_pct": 76.8,
  "portBuffers": 45,
  "combPwrFrac_pct": 0.9,
  "worstSetupStartpoint": "my_blinker.counter_q[2]",
  "ys_area_sq_um": 2610,
  "grt_pass1_wl_um": 5020,
  "intPower_uw": 543,
  "cts.repair.resized": 0,
  "core-area_sq_um": 6310,
  "cts_buffers": 5,
  "critPathBufInv": 0,
  "fmax_mhz": 503,
  "ant_nets": 0,
  "final_cell_mix": "73 x dfxtp_1, 47 x inv_1, 45 x clkdlybuf4s50_1",
  "clkLatencyLatePin_ns": 0.28,
  "cp-end-kind": "flop",
  "p_per_area_nw_per_um2": 233,
  "fin_crit_sh_pct": 60.2,
  "synth_cell_type_count": 30,
  "worstHoldPathType": "flop to flop",
  "p_seq_share_pct": 52.3
}
metal layers:
metal / vias up / routed length [um]
met5: - / 0
met4: 0 / 45
met3: 7 / 288
met2: 40 / 1350
met1: 652 / 1510
li1: 818 / -
power by group through the flow:
stage	combinational (mW)	clock, mW	sequential, mW
after global routing	0.00706	0.347	0.353
after CTS	0.00624	0.326	0.353
final	0.00603	0.316	0.353
worst min-delay path by stage:
stage	startpoint	endpoint	slack [ns]	depth (start not counted)
4_1_cts	reset_conditioner.M_stage_q[2]	reset_conditioner.M_stage_q[3]	0.41	1
5_1_grt	reset_conditioner.M_stage_q[1]	reset_conditioner.M_stage_q[2]	0.44	1
6_report	reset_conditioner.M_stage_q[2]	reset_conditioner.M_stage_q[3]	0.41	1
cell type report:
| class | count | area, sq um | area share [%] |
|---|---|---|---|
| flip-flops and latches | 73 | 1460 | 50.4 |
| multi-input cells | 101 | 608 | 21.0 |
| repair buffers | 46 | 458 | 15.8 |
| inverters | 47 | 176 | 6.08 |
| clock buffers | 7 | 96.3 | 3.32 |
| well taps | 77 | 96.3 | 3.32 |
| clock inverters | 1 | 5.00 | 0.172 |
cell families (layout without fill, tap and decap cells):
| kind of cell | after synthesis | in the layout | share of synthesized area (%) |
|---|---|---|---|
| buffers and inverters | 97 | 101 | 20.7 |
| DFF | 73 | 73 | 56.0 |
| and+or+nand+nor | 63 | 63 | 14.0 |
| AOI/OAI and AO/OA | 28 | 28 | 5.75 |
| xor gates and xnor gates | 9 | 9 | 3.02 |
| adders and majority gates | 1 | 1 | 0.479 |
cells in the mapped netlist, drive strengths merged:
library cell,n,area [sq um]
o21ai,10,50.0
nand3,9,50.1
ha,1,12.5
nand2b,3,18.8
and3,1,6.26
or3,9,57.6
dfxtp,73,1460
xnor2,4,35.0
or4,7,56.3
nor3,1,5.00
inv,47,176
a21oi,14,70.1
and2,2,12.5
buf,46,349
nor2b,1,6.26
xor2,5,43.8
nor4,1,6.26
and4,4,36.3
o31ai,4,30.0
nor2,10,37.5
clkbuf,4,15.0
nand2,10,37.5
nand4bb,1,11.3
nand4,4,25.0
through the flow:
stage | setup slack (ns) | instances | util (%) | hold slack, ns
after global routing | 1.22 | 352 | 46.0 | 0.442
after detailed placement | 1.35 | 344 | 44.4 | 0.397
after CTS | 1.31 | 352 | 46.0 | 0.412
final | 1.31 | 352 | 46.0 | 0.407
after floorplan | 1.52 | 271 | - | 0.386
after global placement | 1.39 | 344 | 44.4 | 0.392
Power and IR drop assume default switching activity.
